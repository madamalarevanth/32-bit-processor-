### ./config.mk
export PLATFORM = sky130hd
export DESIGN_NAME = csa
export DESIGN_NICKNAME = csa
export VERILOG_FILES = /design/flow/design.v
export SDC_FILE = /design/flow/constraint.sdc
export NUM_CORES = 4
export LEC_CHECK = 1
export CORE_AREA = 10 10 129 129
export DIE_AREA = 0 0 139 139
### ./constraint.sdc
current_design csa

set clk_period 1.0
set clk_io_pct 0.2

create_clock -name clk0 -period $clk_period

set non_clock_inputs [all_inputs -no_clocks]
set_input_delay [expr $clk_period * $clk_io_pct] -clock clk0 $non_clock_inputs
set_output_delay [expr $clk_period * $clk_io_pct] -clock clk0 [all_outputs]
### ./design.v
module csa(a,b,c,sum,carry);
input [62:0]a,b,c;
output [63:0]sum,carry;
assign sum[62:0]=a^b^c;
assign carry[63:1]= a&b | b&c | c&a;
assign carry[0]=0;
assign sum[63]=0;
endmodule  
### ./run.sh
#!/bin/bash
# OpenROAD 26Q1-2900-gdf79404cd8, Yosys 0.63+post, stock flow scripts
make -C /OpenROAD-flow-scripts/flow DESIGN_CONFIG=/design/flow/config.mk WORK_HOME=/design/flow/orfs finish
==> summary.txt <==
Implementation results

The highest achievable clock rate is 844 MHz. The cell type with the highest occurrence count on the critical path is sky130_fd_sc_hd__buf_6. The synthesized netlist was found by Yosys to have 66 cells. The number of antenna violations at the first check in global routing came to 0. The flop count is 0. The most critical hold endpoint after final layout shows a slack of 0.714 ns. The yosys synthesis warning count is 0. The wire length of the first global-routing pass is 15600 µm. The fraction of synthesized area in multiplexers is 0%. Per the GRT congestion report, total overflow comes to 0. Setup repair after global routing could not meet its margin everywhere. The pre-placement core utilization is 9.22%. The core outline area is 13900 µm². The total track usage is 10.5%.

The final tally of hold violations is 0. After its last routability iteration, the placer logged a weighted congestion of 0.918. Buffers inserted to repair hold after CTS numbered 0. The number of global-route vias before repair came to 2353. The capture point of the critical path was reported as sum[58]. The number of inserted diodes is 0.

In the detailed route, the total length drawn on met2 is 5550 µm. The violation tally recorded at the end of detailed-routing iteration 0 is 18. The cell area after placement is 4650 µm².

The peak ir drop on the vdd network is 0.000195 V. The layout has 0 clock buffers. The detailed route wirelength on metal3 is 1490 µm.

In this run the worst path has a maximum fanout of 1. The post-detailed-routing wire length is 10500 µm. The OpenROAD warning count is 34. The proportion of synthesized chip area in sequential cells is 0%. The total count of max-transition violations in the final report is 0. The total stage count of the critical path is 3. The detailed-route wire length per cell is 18.8 µm. The boundary pin count is 317.

After Yosys synthesis, AND-OR and OR-AND compound gates account for 0% of the synthesized area. The synthesized netlist devotes 0% of its cell area to XOR and XNOR gates. Counting tap cells, the placed design contains a total of 560 instances.

The path category of the worst min-delay check is in2out. The fraction of the core area covered by cells at the end of the flow is 28.5%. After layout, the worst path uses 119% of the clock period. The critical path class is in2out. For this run, the detailed router reports a per-instance via density of 3.39.

The number of different library cells used by synthesis comes to 3. Of the cells placed in the final design, the portion with a size suffix greater than 1 is 99.5%. After detailed routing, the number of remaining DRC violations is 0.

The post-synthesis simple-gate area fraction is 0%. The cell with the largest stage delay on the worst path is sky130_fd_sc_hd__fa_2. The die covers 19300 µm². The number of setup buffers added after CTS is 0. The critical path launch point type is an input pin. The final reports fail on setup timing. The post-synthesis chip area from yosys is 1280 µm².

The OpenROAD report gives the critical path a data arrival time of 0.99 ns. The OpenROAD report gives the critical path a required time of 0.80 ns. In this design, the largest share of critical-path delay is due to adder cells. The worst setup path is captured at an output pin. Total power for the finished layout comes to 1.70 mW. Among the non-sequential cells, adder cells take the most area. Relative to the synthesized area, the layout overhead comes to 209%. The final HPWL from detailed placement is 10200 µm.

In this run the core area contains 43 standard-cell rows. The most common logic cell in the final layout is sky130_fd_sc_hd__buf_2. The area share of fa/ha/maj cells after synthesis is 98.5%. The vertical die dimension reported for this design is 139 µm. The final antenna-violating net count is 0. The smallest setup slack after layout is -0.185 ns. The instance tally after logic synthesis is 66. The launching instance or port of the critical path is b[58]. The final non-filler cell total is 560. The number of cells on the worst hold path is listed as 3. Per the synthesis report, the single largest cell type by area occupies 98.5% of cell area.

The top routing layer in use is met4. The script reports the combined buffer and inverter count of the critical path as 2. After layout, the minimum clock period comes to 1.19 ns. The count of TritonRoute iterations in the first routing pass is 4.

Per the cell usage report, the commonest logic cells after layout are sky130_fd_sc_hd__buf_2, sky130_fd_sc_hd__buf_6, sky130_fd_sc_hd__fa_2. The leading area contributor after synthesis is sky130_fd_sc_hd__fa_1. According to the floorplan report, the die width is 139 µm. The average cell area after synthesis is 19.4 µm². For this run, the slowest stage of the critical path takes 0.58 ns. The final route contains 1897 vias. The static leakage power is 1.90 nW. The power per cell area is 430 nW/µm². The netlist area before placement is 1280 µm². Summing all flip-flop and latch instances after layout gives 0 µm².

The reported max-cap violation count is 0. After synthesis, the cell types taking the most area are sky130_fd_sc_hd__fa_1, sky130_fd_sc_hd__buf_4, sky130_fd_sc_hd__conb_1. Per STA, the worst path is made up of buf_6 > fa_2 > buf_6. The flow ran to the end, but the final reports show violations.

Entering global routing, the biggest net connects 2 pins. The met1 wire length is 3450 µm. The count of final setup violators is 67.

During placement, the flow inserted port buffers numbering 315. The area of all placed cells without fillers is 3960 µm².
[tightest hold or removal path, delay by kind of cell]
family	cells	cell delay, ns
buffers and inverters	2	0.16
adders and majority gates	1	0.16
[kinds of logic (layout without fill, tap and decap cells)]
kind of cell,after synthesis,count (layout)
adder cells (fa/ha/maj),63,63
buffers and inverters,2,315
other,1,2
[where the power goes]
group / leakage, nW / switching, mW / internal, mW
combinational: 1.90 / 0.562 / 1.14
sequential: 0 / 0 / 0
clock: 0 / 0 / 0
[layout make-up]
type / instances / area [µm²]
Timing Repair Buffer: 315 / 2300
Multi-Input combinational cell: 65 / 1430
Fill cell: 1507 / 9930
Tap cell: 180 / 225
[worst min path at each step]
stage,slack (ns),start,end
6_report,0.71,c[1],carry[2]
5_1_grt,0.73,a[6],carry[7]
4_1_cts,0.73,a[43],carry[44]
[cells in the mapped netlist]
cell / number
sky130_fd_sc_hd__conb_1: 1
sky130_fd_sc_hd__fa_1: 63
sky130_fd_sc_hd__buf_4: 2
[timing repair]
item	4_1_cts	5_1_grt
setup endpoints to repair	126	86
resized	1291	48
hold endpoints to repair	0	0
pin swaps	62	43
[metal layers]
layer  track usage [%]  vias to the layer above
li1                  -                      821
met1              11.7                      901
met2              18.4                      171
met3              5.59                        4
met4             0.439                        0
met5                 0                        -
[metrics by stage]
step / setup slack (ns) / setup TNS (ns)
floorplan: 0.113 / 0
global placement: -1.04 / -98.99
detailed placement: -1.04 / -99.35
CTS: -0.204 / -8.95
global route: -0.204 / -9.78
finish: -0.185 / -8.40
No activity file was given, so power comes from the tool's default toggle rates.
